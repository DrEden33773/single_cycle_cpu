### run.sh
#!/bin/bash
# OpenROAD 26Q1-2900-gdf79404cd8, Yosys 0.63+post, stock flow scripts
make -C /OpenROAD-flow-scripts/flow DESIGN_CONFIG=/design/flow/config.mk WORK_HOME=/design/flow/orfs finish
### config.mk
export PLATFORM = sky130hd
export DESIGN_NAME = mux4_1
export DESIGN_NICKNAME = mux4_1
export VERILOG_FILES = /design/flow/design.v
export SDC_FILE = /design/flow/constraint.sdc
export NUM_CORES = 4
export LEC_CHECK = 1
export CORE_AREA = 10 10 84 84
export DIE_AREA = 0 0 94 94
### constraint.sdc
current_design mux4_1

set clk_period 1.5
set clk_io_pct 0.2

create_clock -name clk0 -period $clk_period

set non_clock_inputs [all_inputs -no_clocks]
set_input_delay [expr $clk_period * $clk_io_pct] -clock clk0 $non_clock_inputs
set_output_delay [expr $clk_period * $clk_io_pct] -clock clk0 [all_outputs]
### design.v
module mux2_1 (
    input [31:0] zero,   
    input [31:0] one,   
    input sel,
    output reg [31:0] out
);
  always @(*) begin
    case (sel)
      default: out = 0;
      1'b0: out = zero;
      1'b1: out = one;
    endcase
  end
endmodule
module mux4_1 (
    input [31:0] zero,   
    input [31:0] one,   
    input [31:0] two,   
    input [31:0] three,   
    input [1:0] sel,
    output reg [31:0] out
);
  always @(*) begin
    case (sel)
      default: out = 0;
      2'b00:   out = zero;
      2'b01:   out = one;
      2'b10:   out = two;
      2'b11:   out = three;
    endcase
  end
endmodule
module mux3_1 (
    input [31:0] zero,   
    input [31:0] one,   
    input [31:0] two,   
    input [1:0] sel,
    output reg [31:0] out
);
  always @(*) begin
    case (sel)
      default: out = 0;
      2'b00:   out = zero;
      2'b01:   out = one;
      2'b10:   out = two;
    endcase
  end
endmodule
module mux_RegDst (
    input [4:0] rt,   
    input [4:0] rd,   
    input RegDst,
    output reg [4:0] rt_rd
);
  always @(*) begin
    case (RegDst)
      default: rt_rd = 0;
      1'b0: rt_rd = rt;
      1'b1: rt_rd = rd;
    endcase
  end
endmodule
module mux_RtRd_Rw_IfLinked (
    input [4:0] rt_rd,   
    input Link,
    output reg [4:0] rw
);
  always @(*) begin
    case (Link)
      default: rw = 0;
      1'b0: rw = rt_rd;
      1'b1: rw = 5'b11111;
    endcase
  end
endmodule   
==> deck_impl_summary.md <==
Flow Results at a Glance

STA
  – Maximum clock rate: 640.1 MHz
  – Final Hold Fails: 0
  – Max-slew violations: 0
  – Actual slew at the worst max-slew pin: 151.1 ps
  – RSZ-0062 raised after global routing: true
  – Slew headroom: between 80% and 90%
  – Final setup margin: -62.34 ps
  – Final setup violation count: 2
  – Minimum clock period: around 1600 ps
  – Cycle use final: 104.2%

Synthesis
  – Seq/Total Area, Yosys: 0%
  – YS chip area: slightly above 800 um2
  – Yosys warns: 1
  – Synth cell count leaders: mux4_2, buf_12, buf_2
  – Syn Area/Cell: ~21 um2
  – Top-count cell post-synth: mux4_2
  – Yosys top cell area share: between 80% and 90%
  – Synth cell types: 5
  – Top cells, area: mux4_2, buf_12, mux4_1
  – Leading area contributor after synthesis: mux4_2
  – Syn Std Cell Area: around 810 um2
  – Yosys Instances: 39
  – Synth Instances: 39

Placement
  – Dpl cells: ~270
  – Post-Place Worst Slack: -597.7 ps
  – Placed cell areas: between 2000 and 2500 um2
  – PortBufs: roughly 160
  – Post-DP HPWL: ~5200 um
  – Routability cong.: 0.8558

Critical path
  – CP startpoint: sel[0]
  – Crit Path Class: primary input to output port
  – Critical path required time: 1200 ps
  – Startpoint Class: primary input
  – Worst EP arrival: 1260 ps
  – Worst Path Max Fanout: 6
  – Worst Setup End Kind: output port

Min path
  – Worst min-delay path startpoint: two[21]
  – HP Class: primary input to output port
  – Worst hold stages: 3
  – Hold Path End: out[21]

Cells and area
  – Flop count: 0
  – Fillers: roughly 530
  – Filler-free cell count of the finished design: between 200 and 300
  – FF/Latch Area: 0 um2
  – Area Growth Syn to Fin: 190.3%
  – Layout cells sized above 1: a little under two fifths
  – Final Instance Area: approximately 2400 um2
  – Clock buffers: 0

Power
  – Sw Pwr: around 0.15 mW
  – Leak: roughly 1.2 nW
  – Sw Ratio: 25.80%
  – Flop pwr share: 0%
  – Power per cell area: around 240 nW/um2
  – Logic gate share of total power: 100.0%
  – Clk network pwr share: 0%
  – Internal: about 0.43 mW
  – Peak supply drop: 0.1336 mV

GRT
  – Total gr overflow: 0
  – Vias in the first global route: ~1,400
  – Largest net degree at the start of global routing: 17
  – Antenna violations before repair: 1
  – Gr usage total: roughly 13%
  – First-pass GRT wire length: 8818 um

Flow run
  – Tool warnings: 34
  – Max-cap violations: 0

Drt
  – DR vias: 1,218
  – Post-Route WL: about 6100 um
  – Wire per inst: between 20 and 25 um
  – DRC viols: 0
  – Post-route antenna net violation count: 0
  – Initial DRT Pass Iterations: 4
  – 1st-iter DRT viols: 12
  – Vias/cell: around 4.4

Floorplan
  – Rows: 26
  – Area of the core: roughly 5200 um2
  – Die area: between 8000 and 9000 um2
  – Starting Density: roughly 16%
  – Width of the die: about 94 um
  – Die span in y: around 94 um
  – IO Pins: about 160

Run status
  – Failing checks: setup timing
  – Outcome: finished, violations left

CTS
  – Post-CTS Hold Buffers: 0
-- repair_timing --
item / in CTS / in global routing
gates cloned: 5 / 0
setup buffers: 1 / 0
endpoints found under the setup margin: 32 / 28
gates resized: 241 / 5
-- kinds of logic (layout without fill, tap and decap cells) --
kind of cell / count (synthesis) / count (layout) / share of synthesized area (%)
multiplexers: 32 / 32 / 89.40
other: 0 / 1 / 0
buffers and inverters: 7 / 171 / 10.60
-- cells in the final DEF, fill, tap and decap left out --
master and n:
dlymetal6s2s_1 4, buf_6 1, buf_16 6, clkdlybuf4s50_1 1, dlygate4sd2_1 123, diode_2 1
buf_2 32, buf_12 4, mux4_2 32
-- power by group through the flow --
| stage | clock [mW] | combinational, mW | sequential, mW |
|---|---|---|---|
| finish | 0.0000000891 | 0.575 | 0 |
| global route | 0.0000000891 | 0.625 | 0 |
| CTS | 0 | 0.587 | 0 |
-- critical path, cell delays in order --
cell and delay (ps):
buf_16 130, buf_16 130, buf_12 100, mux4_2 470, buf_2 130
-- final cells by class --
type | instances | area [um2] | share of cell area, %
antenna | 1 | 2.502 | 0.1058
multi-input combinational | 32 | 720.7 | 30.48
tap | 70 | 87.58 | 3.704
timing repair buffer | 171 | 1554 | 65.71
-- metrics by stage --
stage,power (mW),TNS (ps),util [%],hold WS (ps)
after detailed placement,0.7223,-18620,47.88,1597
after global routing,0.6254,-589.7,45.43,1022
final,0.5753,-63.84,45.43,984.4
after floorplan,0.1885,0,-,686.4
after global placement,0.7199,-18660,47.88,1603
after CTS,0.5871,-157.4,45.07,1086
-- routing by layer --
layer,global-route usage (%),share of wire [%],up-vias
li1,-,-,541
met1,14.71,34,571
met2,23.62,52,104
met3,7.027,14,2
met4,0.8861,0.25,0
met5,0,0,-
-- worst max path at each step --
stage         end  slack [ps]  cells past startpoint
6_report  out[21]         -60                      5
5_1_grt   out[21]        -110                      5
4_1_cts   out[21]         -80                      5
No activity file was given, so power comes from the tool's default toggle rates.
