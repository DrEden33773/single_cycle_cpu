File: design/flow/design.v
module adder (
    input [31:0] A,
    input [31:0] B,
    input Ci,
    output [31:0] Sum,
    output Co
);
  assign {Sum, Co} = A + B + Ci;
endmodule
File: design/flow/constraint.sdc
current_design adder

set clk_period 14.1
set clk_io_pct 0.2

create_clock -name clk0 -period $clk_period

set non_clock_inputs [all_inputs -no_clocks]
set_input_delay [expr $clk_period * $clk_io_pct] -clock clk0 $non_clock_inputs
set_output_delay [expr $clk_period * $clk_io_pct] -clock clk0 [all_outputs]
File: design/flow/run.sh
#!/bin/bash
# OpenROAD 26Q1-2900-gdf79404cd8, Yosys 0.63+post, stock flow scripts
make -C /OpenROAD-flow-scripts/flow DESIGN_CONFIG=/design/flow/config.mk WORK_HOME=/design/flow/orfs finish
File: design/flow/config.mk
export PLATFORM = sky130hd
export DESIGN_NAME = adder
export DESIGN_NICKNAME = adder
export VERILOG_FILES = /design/flow/design.v
export SDC_FILE = /design/flow/constraint.sdc
export NUM_CORES = 4
export LEC_CHECK = 1
export CORE_AREA = 10 10 89 89
export DIE_AREA = 0 0 99 99
==> impl_metrics.py <==
# Flow results
metrics = {
    "routing": {
        "viasPerCell": 5.16,
        "antenna_left": 0,
        "drt_wl_total_um": 6210,
        "dr.first_iter.drc_count": 43,
        "average_wire_per_standard_cell_um": 14.5,
        "antenna-diode-count": 0,
        "drc": 0,
        "via_count": 2203,
        "drt-pass1-iter-count": 4,
    },
    "die": {
        "placement_rows": 28,
        "io-pin-count": 98,
        "core-area_mm2": 0.00599,
        "chip_area_mm2": 0.00980,
        "floorplan.core_util": 0.310,
        "die_h_um": 99,
        "die.size.x_um": 99,
    },
    "worst_setup_path": {
        "path_cells": "clkdlybuf4s50_1, fa_1, fa_1, a21oi_1, o32ai_1, o211ai_2, a21o_1, o21ai_2, a21o_1, a311oi_1, clkdlybuf4s50_1",
        "worst_ep_arrival_time_ps": 6100,
        "worst-endpoint-required_ps": 11280,
        "type_of_origin_of_the_critical_path": "input pin",
        "crit_slowest_cell": "sky130_fd_sc_hd__clkdlybuf4s50_1",
        "cp-end-kind": "output pin",
        "crit_type": "in2out",
        "critical_path.max_stage_delay_ps": 520,
        "worstPathMaxFanout": 4,
    },
    "synthesis": {
        "yosys-stat-cells": 259,
        "yosysWarnings": 0,
        "yosysTopAreaCell": "sky130_fd_sc_hd__ha_1",
        "ys_seq_share": 0,
        "synth-area-yosys_mm2": 0.00185,
        "syn-instance-count": 259,
        "synthesis.area_mm2": 0.00185,
        "yosys-top-cells-area": "sky130_fd_sc_hd__ha_1 21%, sky130_fd_sc_hd__a21oi_1 9.2%, sky130_fd_sc_hd__xor2_1 7.1%",
        "synthesis.area_per_instance_um2": 7.16,
        "synth.top_cell.area_share": 0.209,
        "post_synth_num_cell_types": 52,
    },
    "placed_design": {
        "placement.setup.worst_slack_ps": 5160,
        "numPortBuffers": 98,
        "dpl-instance-area_mm2": 0.00288,
        "routabilityCongestion": 0.866,
        "hpwl_um": 5610,
    },
    "timing": {
        "final.hold.worst_slack_ps": 6720,
        "min_period_over_period": 0.633,
        "post_route_setup_tns_ps": 0,
        "worst_relative_slew_slack": 0.468,
        "tightest_slew_ps": 788,
        "finalMaxSlewViolations": 0,
        "tmin_final_ps": 8920,
        "max_freq_mhz": 112,
        "layout_setup_ws_ps": 5180,
        "hold_viol": 0,
        "rsz0062_at_grt": "false",
        "setup-violations-final": 0,
    },
    "layout": {
        "numSequentialCells": 0,
        "post_route_cells_drive_above_1_share": 0.0313,
        "final_area_mm2": 0.00288,
        "final-seq-area_um2": 0,
        "layout_top_cell": "sky130_fd_sc_hd__clkdlybuf4s50_1",
        "syn_to_final_growth_pct": 55.5,
        "n_fill_cell": 624,
        "final.clkbuf_count": 0,
        "mostFrequentLayoutCells": "98 x sky130_fd_sc_hd__clkdlybuf4s50_1, 34 x sky130_fd_sc_hd__a21oi_1, 31 x sky130_fd_sc_hd__ha_1",
    },
    "global_routing": {
        "grt_max_degree": 13,
        "grt_overflow": 0,
        "first_global_vias": 2240,
        "grtUsageTotal": 0.119,
        "grt_pass1_wl_um": 10300,
        "initial_antenna_violation_count": 0,
    },
    "clocking": {
        "post_cts.repair.setup_buffers": 0,
        "cts-hold-fix-buffers": 0,
        "post_cts_resized": 0,
    },
    "power_and_ir_drop": {
        "power_mw": 0.142,
        "power_density_mw_per_mm2": 49.4,
        "vdd_ir_drop_max_mv": 0.0189,
        "leakagePower_nw": 1.21,
    },
    "run": {
        "max_cap_violations": 0,
        "log.warning_count": 32,
    },
    "hold_path": {
        "worstHoldPathCells": 3,
        "launch_point_of_the_worst_hold_path": "Ci",
        "hold_path_end": "Co",
        "path_class_of_the_lowest_slack_min_delay_path": "in2out",
    },
    "run_status": {
        "run_status": "completed",
    },
}
-- critical path: cells and delay by family --
kind	cells	cell delay [ps]
AOI/OAI and AO/OA	7	1440
adders and majority gates	2	890
buffers and inverters	2	950
-- final cells by class --
class              instances  area, um2  share of cell area
inverters                  7       26.3             0.00911
well taps                 75       93.8              0.0325
repair buffers            98        981               0.340
multi-input cells        247       1780               0.618
-- metal layers --
layer  track usage  up-vias  share of wire
met5             0        -              0
met4       0.00110        0              0
met3        0.0233        0          0.066
met2         0.200       58           0.47
met1         0.163      966           0.47
li1              -     1179              -
-- how the worst max path moves through the flow --
stage          to  cells past startpoint  slack [ps]  startpoint
4_1_cts   Sum[27]                     11        5160        A[0]
6_report  Sum[27]                     11        5180        A[0]
5_1_grt   Sum[27]                     11        4910        A[0]
-- cells by family after synthesis --
group,share of synthesized area
xor+xnor,0.118
buf+inv,0.0385
simple gates,0.229
compound gates,0.379
mux,0.00540
fa+ha+maj,0.231
-- cells in the mapped netlist, types with 2 or more instances --
cell,n
sky130_fd_sc_hd__a21oi_1,34
sky130_fd_sc_hd__ha_1,31
sky130_fd_sc_hd__nand2_1,23
sky130_fd_sc_hd__nor2_1,20
sky130_fd_sc_hd__xor2_1,15
sky130_fd_sc_hd__a21o_1,12
sky130_fd_sc_hd__o21ai_0,12
sky130_fd_sc_hd__xnor2_1,10
sky130_fd_sc_hd__nand4_1,8
sky130_fd_sc_hd__o21ai_1,8
sky130_fd_sc_hd__nor3_1,7
sky130_fd_sc_hd__a211oi_1,6
sky130_fd_sc_hd__inv_1,6
sky130_fd_sc_hd__nand3_1,5
sky130_fd_sc_hd__o21bai_1,5
sky130_fd_sc_hd__and3_1,4
sky130_fd_sc_hd__o211ai_1,4
sky130_fd_sc_hd__o21a_1,4
sky130_fd_sc_hd__or3_1,4
sky130_fd_sc_hd__a211o_1,3
sky130_fd_sc_hd__buf_6,3
sky130_fd_sc_hd__o31ai_1,3
sky130_fd_sc_hd__a21boi_1,2
sky130_fd_sc_hd__fa_1,2
-- stage by stage --
step | utilization | cells
floorplan | - | 259
global placement | 0.481 | 427
detailed placement | 0.481 | 427
CTS | 0.481 | 427
global route | 0.481 | 427
finish | 0.481 | 427
-- power breakdown --
| part | leakage (nW) | switching, mW | internal, mW |
|---|---|---|---|
| registers | 0 | 0 | 0 |
| clock network | 0 | 0 | 0 |
| logic | 1.21 | 0.0586 | 0.0837 |
Power and IR drop assume default switching activity.
